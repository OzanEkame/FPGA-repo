==> flow/design.v <==
module BinaryToBCD_12bit (
    input  [11:0] bin_in,
    output reg [3:0] thousands,
    output reg [3:0] hundreds,
    output reg [3:0] tens,
    output reg [3:0] ones
);
    reg [11:0] temp;
    always @(*) begin
        temp = bin_in;
        thousands = temp / 1000;
        temp = temp % 1000;
        hundreds  = temp / 100;
        temp = temp % 100;
        tens = temp / 10;
        temp = temp % 10;
        ones = temp;
    end
endmodule
==> flow/run.sh <==
#!/bin/bash
# OpenROAD 26Q1-2900-gdf79404cd8, Yosys 0.63+post, stock flow scripts
make -C /OpenROAD-flow-scripts/flow DESIGN_CONFIG=/design/flow/config.mk WORK_HOME=/design/flow/orfs finish
==> flow/config.mk <==
export PLATFORM = sky130hd
export DESIGN_NAME = BinaryToBCD_12bit
export DESIGN_NICKNAME = BinaryToBCD_12bit
export VERILOG_FILES = /design/flow/design.v
export SDC_FILE = /design/flow/constraint.sdc
export NUM_CORES = 4
export LEC_CHECK = 1
export CORE_AREA = 10 10 104 104
export DIE_AREA = 0 0 114 114
==> flow/constraint.sdc <==
current_design BinaryToBCD_12bit

set clk_period 25.0
set clk_io_pct 0.2

create_clock -name clk0 -period $clk_period

set non_clock_inputs [all_inputs -no_clocks]
set_input_delay [expr $clk_period * $clk_io_pct] -clock clk0 $non_clock_inputs
set_output_delay [expr $clk_period * $clk_io_pct] -clock clk0 [all_outputs]
==> flow_summary_export.csv <==
group,metric,value,unit
final_timing,rsz0062_at_grt,"no",
layout,final_core_util,32.8,%
routing,detail-route-antenna-nets,0,
placement,gp_congestion,0.997,
synthesis,synth_area,0.00255,mm2
final_timing,fmax,0.0552,GHz
floorplanning,io_pins,28,
routing,drt_iter0_markers,190,
critical_path,slowest_stage,"clkdlybuf4s50_1",
critical_path,critPathMaxStageDelay,0.71,ns
routing,n_antenna_cell,0,
placement,pre_cts_ws,6.96,ns
layout,area_delta_synth_final,11.6,%
synthesis,ys_types,100,
layout,mostFrequentLayoutCells,"nand2_1 (40), nor2_1 (33), clkdlybuf4s50_1 (25)",
final_timing,layout_min_cycle_time,18.11,ns
power_and_ir_drop,clkPwrFrac,0,%
layout,postLayoutCellArea,0.00285,mm2
final_timing,max_slew_margin,57.3,%
floorplanning,core,0.00868,mm2
floorplanning,fp_util,29.4,%
critical_path,crit_buf_inv,3,
final_timing,min_period_over_period,72.5,%
power_and_ir_drop,vdd_drop_max,0.0000316,V
power_and_ir_drop,p_sw_share,50.8,%
placement,io_buffers,25,
global_routing,track_usage,10.9,%
power_and_ir_drop,powerDensity,82.4,mW/mm2
critical_path,critPathCaptureType,"output pin",
critical_path,critPathMaxFanout,12,
routing,drc,0,
final_timing,hold_viol,0,
power_and_ir_drop,pwr-share-comb,100.0,%
cts,cts_resized,0,
synthesis,syn_area_per_cell,6.93,um2
critical_path,cp-start-kind,"primary input",
global_routing,grt_pass1_wl,12600,um
power_and_ir_drop,pwr-share-seq,0,%
final_timing,hold_slack,10.00,ns
global_routing,grt_antenna_before_repair,0,
final_timing,tightest_slew,0.639,ns
routing,drt_pass1_iterations,4,
layout,numSequentialCells,0,
layout,drive_gt1_share,14.2,%
placement,placed_cell_area,0.00285,mm2
global_routing,grt_max_degree,15,
layout,clock_buffers,0,
synthesis,top_area_cell,"nand2_1",
power_and_ir_drop,p_total,0.235,mW
routing,wl,7340,um
final_timing,finalSetupTns,0,ns
routing,via_per_inst,6.07,
flow_run,maxCapViolCount,0,
critical_path,cp.arrival,13.11,ns
critical_path,cp.required,20.00,ns
power_and_ir_drop,leakagePower,1.00,nW
critical_path,crit_type,"primary input to output pin",
floorplanning,fp-row-count,34,
cts,cts_setup_buffers,0,
global_routing,grt_pass1_vias,2675,
layout,instances_no_fill,487,
layout,lay_top_count,"nand2_1",
synthesis,area_leaders,"nand2_1 (5.9%), nor2_1 (4.9%), a21oi_1 (4.1%)",
synthesis,ys_warn_count,1,
floorplanning,die_y,114,um
power_and_ir_drop,p_int,0.115,mW
final_timing,report.final.slew_viol_count,0,
final_timing,setup_violations,0,
floorplanning,die_w,114,um
floorplanning,dieArea,0.0130,mm2
cts,hold_buffers,0,
hold_path,hold_depth,0,
synthesis,synth.top_cell.area_share,5.89,%
final_timing,finalWorstSetupSlack,6.89,ns
synthesis,ys_chip_area,0.00255,mm2
power_and_ir_drop,p_switching,0.119,mW
synthesis,synth_seq_share,0,%
critical_path,crit_cells,30,
placement,place_inst,487,
flow_run,warnings,32,
hold_path,holdCritPathClass,"primary input to output pin",
outcome,status,"finished clean",
routing,routedWlPerCell,15.1,um
layout,regArea,0,um2
critical_path,cp_top_family,"AND-OR/OR-AND gates",
global_routing,overflow,0,
routing,vias,2954,
placement,place_hpwl,5990,um
synthesis,ys_cells,368,
synthesis,synthCells,368,
==> cell usage after synthesis, types with 7 or more instances <==
master,number
nor3_1,13
nand4_1,8
nand2_1,40
or3_1,8
o21ai_0,15
a31oi_1,12
o211ai_1,7
a21oi_1,21
nor2_1,33
a211oi_1,7
inv_1,20
nand3_1,8
==> final timing paths <==
| path | end | start | slack [ns] |
|---|---|---|---|
| worst max-delay path | ones[1] | bin_in[8] | 6.89 |
| worst min-delay path | ones[0] | bin_in[0] | 10.00 |
==> area by class of cell <==
class | instances | area (um2)
fill | 954 | 5830
inverter | 20 | 75.1
tap | 108 | 135
multi-input combinational | 333 | 2380
timing repair buffer | 26 | 258
==> power by group through the flow <==
stage | Clock, mW | Sequential [mW] | Combinational, mW
finish | 0 | 0 | 0.235
global route | 0 | 0 | 0.260
CTS | 0 | 0 | 0.236
==> cells by family (layout without fill, tap and decap cells) <==
family	count (synthesis)	after routing	share of synthesized area [%]
AOI/OAI and AO/OA	155	155	50.0
xor gates and xnor gates	8	8	3.34
adders and majority gates	5	5	2.26
buffers and inverters	35	46	6.72
muxes	9	9	4.51
other	1	1	0.147
and+or+nand+nor	155	155	33.1
==> metal layers <==
| metal | part of all wire, % | up-vias | GRT usage [%] |
|---|---|---|---|
| li1 | - | 1487 | - |
| met1 | 45 | 1356 | 14.9 |
| met2 | 49 | 105 | 18.6 |
| met3 | 5.4 | 6 | 0.744 |
| met4 | 0.83 | 0 | 1.50 |
| met5 | 0 | - | 0 |
Power is estimated from default activity; no workload was simulated.
