===== flow/config.mk =====
export PLATFORM = sky130hd
export DESIGN_NAME = clk_divider
export DESIGN_NICKNAME = clk_divider
export VERILOG_FILES = /design/flow/design.v
export SDC_FILE = /design/flow/constraint.sdc
export NUM_CORES = 4
export LEC_CHECK = 1
export CORE_UTILIZATION = 40

===== flow/constraint.sdc =====
current_design clk_divider

set clk_period 7.0
set clk_io_pct 0.2

create_clock -name clk0 -period $clk_period [get_ports {clk_in}]

set non_clock_inputs [all_inputs -no_clocks]
set_input_delay [expr $clk_period * $clk_io_pct] -clock clk0 $non_clock_inputs
set_output_delay [expr $clk_period * $clk_io_pct] -clock clk0 [all_outputs]

===== flow/design.v =====
`timescale 1ns / 1ps
module clk_divider(
	input clk_in,
	input rst,
	output reg divided_clk
    );
parameter toggle_value = 500000;  
reg[32:0] cnt;
always@(posedge clk_in or posedge rst)
begin
	if (rst==1) begin
		cnt <= 0;
		divided_clk <= 0;
	end
	else begin
		if (cnt==toggle_value) begin
			cnt <= 0;
			divided_clk <= ~divided_clk;
		end
		else begin
			cnt <= cnt +1;
			divided_clk <= divided_clk;		
		end
	end
end
endmodule

===== flow/run.sh =====
#!/bin/bash
# OpenROAD 26Q1-2900-gdf79404cd8, Yosys 0.63+post, stock flow scripts
make -C /OpenROAD-flow-scripts/flow DESIGN_CONFIG=/design/flow/config.mk WORK_HOME=/design/flow/orfs finish

==> results.txt <==
The implementation run finished. Across all hold checks on the routed design, the worst slack comes to 0.474 ns. The synthesized netlist occupies a cell area of 0.00170 sq mm. For reference, the critical path cell chain is clkdlybuf4s50_1. The critical path is of the flop to output pin type. Half-perimeter wire length after detailed placement landed at 2.23 mm. Transition time at the pin with the least slew margin landed at 0.418 ns. The final timing summary puts the cycle share of the worst path at 35.8%. For this run, the script counts the antenna cells in the layout as 0. Via count of the first global-routing pass landed at 1274.

Number of buffers inserted by port buffering landed at 2. Instance area at placement landed at 0.00176 sq mm. Aggregate global routing overflow landed at 0. Sequential cell fraction of total power landed at 59.4%.

The number of antenna violations at the first check in global routing came to 0. Per the timing report, the achievable frequency comes out to 399 MHz. Final worst slack landed at 4.49 ns. After synthesis, the design contains 170 cells according to Yosys. In this run the VDD rail shows a maximum IR drop of 0.122 mV. Final total negative setup slack landed at 0 ns. Per the detail_route report, routed wire per instance is 14.1 um. The share of the core area taken by cells at floorplan is 42.2%. The first global-routing pass estimated 5.73 mm of wire. Combinational share of power landed at 1.4%.

Looking at the power breakdown, the clock network takes 39.2% of the total. Worst max-slew margin expressed relative to the limit landed at 71.9%. Total I/O pin count landed at 3.

The detailed router finished its first iteration with 55 violations. The library cell used most frequently in the layout, excluding fill and tap cells, is dfrtp_1. Clock latency reported for the late side of the worst-skew pair landed at 0.27 ns. Count of buffering cells on the critical path with inverters included landed at 1.

Worst-case clock buffer depth landed at 2. Fraction of layout cells with a size suffix above 1 landed at 7.43%. The tool warning count for the run is 26. Chip footprint landed at 0.00451 sq mm. Worst reg-to-reg setup slack landed at 4.98 ns.

The synthesized netlist has a Yosys-reported chip area of 0.00170 sq mm. Clock transition at the registers of the reported paths landed at 0.06 ns. Clock tree synthesis selected as its root buffer the cell clkbuf_8. Overall fraction of global-route tracks in use landed at 17.3%. Critical path data arrival time landed at 1.11 ns.

The synthesis report names the predominant flop master as dfrtp_1. Count of endpoints failing hold in the final timing report landed at 0. Number of setup buffers added after CTS landed at 0.

In this run the remaining antenna-violating nets after routing total 0. Number of core rows landed at 23. Final critical delay including setup and external delays landed at 2.51 ns.

Compared with the post-synthesis result, the final layout area differs by 8.25%. Of the total power, the share spent switching nets is 19.6%. Setup repair after global routing left no endpoint under its margin. Entering global routing, the biggest net connects 35 pins. The first detailed-routing pass took 4 iterations. The flow ran to the end, and the final reports show no timing, DRC or antenna violations. The placement summary gives the final routability congestion estimate as 0.831.

The largest total area in the synthesized netlist belongs to dfrtp_1. Yosys mapped the design onto 28 distinct sky130hd cell types. Ranked by total cell area, the synthesized netlist is headed by dfrtp_1 (50%), xor2_1 (7.2%), xnor2_1 (6.7%).

Post-synth tally of flip-flops with integrated enable landed at 0. Required time reported for the critical path endpoint landed at 5.60 ns. After layout, the setup clock skew is reported as 0.00177 ns. Number of vias after detailed routing landed at 1225. The die is 67.2 um tall.

Die width landed at 67.2 um. Summing internal, switching and leakage power gives 0.331 mW. Delay contributed by the slowest stage of the critical path landed at 0.47 ns. The switching component of the power was reported as 0.0650 mW.

Register share after synthesis landed at 50.1%. For this design, the slowest cell found on the critical path is clkdlybuf4s50_1. Final count of negative-setup-slack endpoints landed at 0. Number of max-cap violations landed at 0. In this run, synthesis produced a sequential element count of 34. Area of the core landed at 0.00403 sq mm.

The report lists the power per cell area as 180 mW/mm^2. Yosys warning count landed at 1. The worst setup path is captured at an output pin.

Counting flops with an async set or reset pin after synthesis yields a share of 100%. Prior to clock tree synthesis, the placed netlist has a worst setup slack of 4.79 ns. Count of H-tree levels built during CTS landed at 2. In this run the biggest area consumer among cell types represents 50.1% of the synthesized area.

Via density per instance landed at 5.44. Total CTS buffers landed at 5. In the layout the commonest cells are dfrtp_1 (34), nor4_1 (14), xor2_1 (14). Summing all non-filler instances in the final layout gives an area of 0.00184 sq mm.

Average cell area after synthesis landed at 9.99 sq um. Count of final max-slew check failures landed at 0. The worst setup path is launched from a flop. Post-CTS repair changed the size of 0 cells. The detailed router reported a total wirelength of 3.17 mm. Maximum fanout count along the critical path landed at 2.

The timing report attributes the biggest portion of critical-path delay to buffers and inverters. Number of cells produced by synthesis landed at 170. According to the hold report, the worst path is of the flop to flop type. Hold buffer count at CTS landed at 0. TritonCTS built the clock tree.

Final-layout fill cell count landed at 370. Sink count of the clock tree landed at 34. The leakage power in the latest report is 0.792 nW. For this run, design rule violations remaining after detail routing come to 0. Internal power contribution landed at 0.266 mW.
==> worst register-to-register path: stages (launching register included) <==
cell	delay, ns
dfrtp_1	0.47
nand4_2	0.13
or4_1	0.69
or4_1	0.52
a21oi_1	0.15
==> layout make-up <==
cell class                      instances  area (sq um)  area share, %
Sequential cell                        34           851           46.3
Multi-Input combinational cell        117           766           41.6
Clock buffer                            7          76.3           4.15
Tap cell                               50          62.6           3.40
Inverter                               13          48.8           2.65
Timing Repair Buffer                    4          35.0           1.90
==> cell families after synthesis <==
family / Yosys count / synth area share, %
xor gates and xnor gates: 27 / 13.9
and+or+nand+nor: 78 / 26.4
buffers and inverters: 19 / 4.86
AOI/OAI and AO/OA: 10 / 3.24
adders and majority gates: 2 / 1.47
DFF: 34 / 50.1
==> cell usage after synthesis (2+ instances only) <==
library cell	instances
nor2_1	10
or3_1	3
nor4b_1	3
ha_1	2
or2_2	2
xnor2_1	13
o21ai_0	3
dfrtp_1	34
buf_2	3
inv_1	12
buf_4	2
o31ai_1	2
and3_1	2
nand2_1	10
nand4_1	7
nand3_1	10
a21oi_1	5
nor4_1	14
nor3_1	6
xor2_1	14
or4_1	6
==> metrics by stage <==
stage	utilization (%)	std cells
after floorplan	-	170
after global placement	43.8	218
after detailed placement	43.8	218
after CTS	45.7	225
after global routing	45.7	225
final	45.7	225
==> metal layers <==
metal	vias to the layer above	wire, um	GRT usage, %
li1	609	-	-
met1	589	1510	25.6
met2	23	1520	28.0
met3	4	106	3.25
met4	0	32	2.66
met5	-	0	0
==> flip-flops by register name, summed over array words and instances, names as in the netlist <==
| name | cells |
|---|---|
| divided_clk | 1 |
| cnt | 33 |
==> final timing paths <==
check | end | start | cells after the start
worst max-delay path | divided_clk | divided_clk$_DFFE_PP0N_ | 1
worst min-delay path | divided_clk$_DFFE_PP0N_ | divided_clk$_DFFE_PP0N_ | 1
worst max register to register | cnt[16]$_DFF_PP0_ | cnt[6]$_DFF_PP0_ | 4
worst min register to register | divided_clk$_DFFE_PP0N_ | divided_clk$_DFFE_PP0N_ | 1
max in group asynchronous | cnt[13]$_DFF_PP0_ | rst | 3
min in group asynchronous | cnt[0]$_DFF_PP0_ | rst | 3
==> power by group through the flow <==
stage | registers [mW] | clock network (mW) | logic (mW)
6_report | 0.197 | 0.130 | 0.00457
4_1_cts | 0.197 | 0.134 | 0.00498
5_1_grt | 0.196 | 0.143 | 0.00559
No activity file was given, so power comes from the tool's default toggle rates.
