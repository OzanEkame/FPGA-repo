**flow/run.sh**
```bash
#!/bin/bash
# OpenROAD 26Q1-2900-gdf79404cd8, Yosys 0.63+post, stock flow scripts
make -C /OpenROAD-flow-scripts/flow DESIGN_CONFIG=/design/flow/config.mk WORK_HOME=/design/flow/orfs finish
```
**flow/config.mk**
```make
export PLATFORM = sky130hd
export DESIGN_NAME = DisplayMultiplexer
export DESIGN_NICKNAME = DisplayMultiplexer
export VERILOG_FILES = /design/flow/design.v
export SDC_FILE = /design/flow/constraint.sdc
export NUM_CORES = 4
export LEC_CHECK = 1
export CORE_AREA = 10 10 70 70
export DIE_AREA = 0 0 80 80
```
**flow/constraint.sdc**
```tcl
current_design DisplayMultiplexer

set clk_period 2.6
set clk_io_pct 0.2

create_clock -name clk0 -period $clk_period [get_ports {clk}]

set non_clock_inputs [all_inputs -no_clocks]
set_input_delay [expr $clk_period * $clk_io_pct] -clock clk0 $non_clock_inputs
set_output_delay [expr $clk_period * $clk_io_pct] -clock clk0 [all_outputs]
```
**flow/design.v**
```verilog
module DisplayMultiplexer (
    input clk,           
    input reset,
    input [3:0] dig3,    
    input [3:0] dig2,    
    input [3:0] dig1,    
    input [3:0] dig0,    
    output reg [7:0] an,   
    output reg [3:0] bcd_out
);
    reg [1:0] display_digit;
    always @(posedge clk or posedge reset) begin
        if (reset)
            display_digit <= 0;
        else
            display_digit <= display_digit + 1;
    end
    always @(*) begin
        case(display_digit)
            2'b00: begin
                an = 8'b11110111;  
                bcd_out = dig3;    
            end
            2'b01: begin
                an = 8'b11111011;  
                bcd_out = dig2;    
            end
            2'b10: begin
                an = 8'b11111101;  
                bcd_out = dig1;    
            end
            2'b11: begin
                an = 8'b11111110;  
                bcd_out = dig0;    
            end
            default: begin
                an = 8'b11111111;  
                bcd_out = 4'b0000;
            end
        endcase
    end
endmodule
```
==> results.txt <==
Results of the flow run.

The number of flops mapped to enable cells by yosys stands at 0. The initial antenna violation count came to 0. From bottom edge to top edge, the die measures 80 um. Before any placement, the netlist area is recorded as 245 um2.

The run finished with clean final reports. The post-CTS resize count stands at 0. The final tally of max-slew violations stands at 0. The effective utilization at floorplan stands at 7.18%. The cell type that accounts for the most area after synthesis is dfrtp_1. The floorplan report gives the top-level pin count as 30. The endpoint arrival time on the critical path stands at 1.81 ns. The flow reported a cell area power density of 245 nW/um2. The number of port buffers stands at 25. The wire length of the first global-routing pass stands at 1860 um.

The signed area change from the synthesized netlist to the final layout stands at 127%. The all-layer global routing usage stands at 3.82%. Synthesis produced 30 cells. For this block, the routed nets add up to 1240 um of wire. The area of the core stands at 3420 um2.

The number of clock sinks came to 2. On the final layout, the worst clock skew is 0.00144 ns. Per the post-CTS timing run, clock transition at the registers of the reported paths is 0.03 ns. The number of inserted diodes stands at 0. The layout summary lists the proportion of cells stronger than drive strength 1 as 5.26%. The share of the core filled with cells in the final layout stands at 16.3%.

The post-layout instance count excluding filler cells stands at 103. The number of clock buffers inserted by TritonCTS stands at 3. Setup repair after global routing left no endpoint under its margin. By instance count, the leading cell after synthesis is inv_1. The maximum clock path buffer count stands at 2. The worst path setup slack after routing stands at 0.271 ns. Once detail routing completed, the nets flagged for antenna violations numbered 0. The flip-flop count of the largest register after layout stands at 2.

Note, the detailed placer reported a final HPWL of 1110 um. The chip footprint stands at 6400 um2. The post-synthesis area per instance stands at 8.17 um2. The largest registers in the layout are display_digit (2). In this run the clock root is driven by a clkbuf_4.

The detailed placer reported the number of placed instances as 100. The async set-reset flop share out of synthesis stands at 100%. The leakage power of the design stands at 0.223 nW. For this run, the final setup violation count is recorded as 0. The worst-case vdd ir drop stands at 0.0000623 V. For this design, the CTS-stage hold fixing added 0 buffers.

The global placement routability congestion stands at 0.843. Ranked by flip-flop count, first place goes to display_digit. The maximum net fanout on the critical path stands at 5. For this run, the detailed router reports a per-instance via density of 3.06. Per Yosys stat, the portion of area used by sequential elements is 20.4%.

The floorplan step set the die width to 80 um. The maximum number of pins on one net before global-route repair stands at 6. The detailed router placed 315 vias in this run. The most critical min-delay path falls under input pin to asynchronous set/reset pin. The number of violations of the max-capacitance limit stands at 0.

The final hold violation count recorded for this run is 0. The script parses the final routing iteration and logs DRC violations as 0. For the final routed database, the setup TNS stands at 0 ns. The completed layout was analyzed and its total power is 136 uW. The worst-skew pair later-pin latency stands at 0.22 ns. STA classifies the critical path endpoint as a primary output. Hold timing on the final database bottoms out at a slack of 0.452 ns.

The worst setup path is launched from a flip-flop. The number of search-and-repair iterations in the first detailed-routing pass stands at 4. The worst setup path is of the flip-flop to primary output kind. For this design, Yosys synthesis ends with a cell count of 30.

The synthesis report lists the most area-consuming cells as dfrtp_1 (20%), ha_1 (20%), a222oi_1 (16%). The count of warnings emitted by yosys stands at 1. TritonCTS built the clock tree. In this run the post-CTS setup repair buffer count came out at 0.

The synthesis-stage register bit count stands at 2. The area share of the leading cell type in the synthesized netlist stands at 20.4%. The overall overflow remaining after global route stands at 0. Counting distinct cell types in the post-synthesis netlist gives 8. The final critical path time including I/O delays and setup stands at 2.33 ns. The worst slack at placement stands at 0.271 ns. The routed design shows a wire length per standard cell of 12.1 um. The flow reports an fmax of 429 MHz.

The logs give a warning total of 28. The endpoint required time on the critical path stands at 2.08 ns. The finished cells cover 557 um2. The number of core rows stands at 21. Per the CTS log, the maximum H-tree level is 1.

The chip area line in the Yosys stat output reads 245 um2. The number of global-route vias before repair came to 338. Per the synth stats, the flop cell with the highest instance count is dfrtp_1. Once iteration 0 of detailed routing completed, the report listed 19 DRC markers. The placed instance area stands at 534 um2.

The worst path uses 89.6% of the clock period.
==> placed cells by master (no fill, tap or decap) <==
cell | Yosys | layout
a21oi_1 | 4 | 4
a222oi_1 | 4 | 4
clkbuf_4 | 0 | 3
clkdlybuf4s50_1 | 0 | 25
conb_1 | 1 | 4
dfrtp_1 | 2 | 2
ha_1 | 4 | 4
inv_1 | 7 | 7
nor2b_1 | 4 | 4
==> final timing paths <==
kind | start | slack [ns] | depth (start not counted) | end
worst max-delay path | display_digit[0]$_DFF_PP0_ | 0.27 | 5 | bcd_out[3]
worst min-delay path | reset | 0.45 | 2 | display_digit[0]$_DFF_PP0_
worst max register to register | display_digit[0]$_DFF_PP0_ | 1.73 | 2 | display_digit[1]$_DFF_PP0_
worst min register to register | display_digit[0]$_DFF_PP0_ | 0.51 | 1 | display_digit[0]$_DFF_PP0_
max in group asynchronous | reset | 2.04 | 2 | display_digit[1]$_DFF_PP0_
min in group clk0 | display_digit[0]$_DFF_PP0_ | 0.51 | 1 | display_digit[0]$_DFF_PP0_
==> logic make-up (layout without fill, tap and decap cells) <==
family                     after synthesis  count (layout)  share of synthesized area [%]
buffers and inverters                   11              35                           23.0
other                                    1               4                           1.53
adders and majority gates                4               4                           20.4
DFF                                      2               2                           20.4
and+or+nand+nor                          4               4                           10.2
AOI/OAI and AO/OA                        8               8                           24.5
==> where the power goes <==
group          switching [mW]  internal (mW)
Sequential                  0         0.0314
Clock                  0.0172         0.0509
Combinational         0.00804         0.0290
==> critical path, stage by stage (launching register included) <==
cell and delay [ns]:
dfrtp_1 0.37, inv_1 0.09, ha_1 0.26, a222oi_1 0.32, a21oi_1 0.12, clkdlybuf4s50_1 0.43
==> per-layer routing <==
layer	GRT usage [%]	up-vias	share of wire, %
li1	-	151	-
met1	4.91	138	45
met2	4.49	26	34
met3	3.75	0	21
met4	0.352	0	0
met5	0	-	0
==> cell type report <==
type / instances / area, um2
multi-input cells: 20 / 150
flip-flops and latches: 2 / 50.0
well taps: 46 / 57.6
inverters: 7 / 26.3
fillers: 396 / 2860
repair buffers: 25 / 250
clock buffers: 3 / 22.5
Power and IR drop assume default switching activity.
